`./constraint.sdc`:
```
current_design async_fifo

set clk_period 4.7
set clk_io_pct 0.2

create_clock -name clk0 -period $clk_period [get_ports {r_clk}]
create_clock -name clk1 -period $clk_period [get_ports {w_clk}]

set non_clock_inputs [all_inputs -no_clocks]
set_input_delay [expr $clk_period * $clk_io_pct] -clock clk0 $non_clock_inputs
set_output_delay [expr $clk_period * $clk_io_pct] -clock clk0 [all_outputs]
```
`./design.v`:
```
`timescale 1ns / 1ps
module async_fifo #(
    parameter DATA_WIDTH = 8,
    parameter ADDR_WIDTH = 4     
)(
    input w_clk,
    input r_clk,
    input w_rst_n,
    input r_rst_n,
    input w_en,
    input r_en,
    input [DATA_WIDTH-1:0]data_in,
    output reg [DATA_WIDTH-1:0]data_out,
    output full,
    output empty
    );
    localparam DEPTH = 1 << ADDR_WIDTH;  
    reg [DATA_WIDTH-1:0] RAM [0:DEPTH-1];
    reg [ADDR_WIDTH:0] w_ptr_bin;
    reg [ADDR_WIDTH:0] w_ptr_gray;
    reg [ADDR_WIDTH:0] r_ptr_bin;
    reg [ADDR_WIDTH:0] r_ptr_gray;
    reg [ADDR_WIDTH:0] w_ptr_gray_sync1, w_ptr_gray_sync2;   
    reg [ADDR_WIDTH:0] r_ptr_gray_sync1, r_ptr_gray_sync2;   
    always @(posedge w_clk or negedge w_rst_n)begin
        if(!w_rst_n)begin
            w_ptr_bin <= 0;
            w_ptr_gray <= 0;
        end
        else if(w_en && !full) begin
            RAM[w_ptr_bin[ADDR_WIDTH-1:0]] <= data_in;
            w_ptr_bin <= w_ptr_bin + 1;
            w_ptr_gray <= (w_ptr_bin + 1) ^ ((w_ptr_bin + 1) >> 1);   
        end
    end
    always @(posedge r_clk or negedge r_rst_n) begin
            if (!r_rst_n) begin
                r_ptr_bin  <= 0;
                r_ptr_gray <= 0;
                data_out   <= 0;
            end
            else if (r_en && !empty) begin
                data_out   <= RAM[r_ptr_bin[ADDR_WIDTH-1:0]];
                r_ptr_bin  <= r_ptr_bin + 1;
                r_ptr_gray <= (r_ptr_bin + 1) ^ ((r_ptr_bin + 1) >> 1);   
            end
        end
    always @(posedge r_clk or negedge r_rst_n) begin
            if (!r_rst_n) begin
                w_ptr_gray_sync1 <= 0;
                w_ptr_gray_sync2 <= 0;
            end
            else begin
                w_ptr_gray_sync1 <= w_ptr_gray;
                w_ptr_gray_sync2 <= w_ptr_gray_sync1;
            end
        end
     always @(posedge w_clk or negedge w_rst_n) begin
           if (!w_rst_n) begin
               r_ptr_gray_sync1 <= 0;
               r_ptr_gray_sync2 <= 0;
           end
           else begin
               r_ptr_gray_sync1 <= r_ptr_gray;
               r_ptr_gray_sync2 <= r_ptr_gray_sync1;
           end
       end
    assign empty = (r_ptr_gray == w_ptr_gray_sync2);
    assign full =
            (w_ptr_gray[ADDR_WIDTH]     != r_ptr_gray_sync2[ADDR_WIDTH])   &&
            (w_ptr_gray[ADDR_WIDTH-1]   != r_ptr_gray_sync2[ADDR_WIDTH-1]) &&
            (w_ptr_gray[ADDR_WIDTH-2:0] == r_ptr_gray_sync2[ADDR_WIDTH-2:0]);
endmodule
```
`./config.mk`:
```
export PLATFORM = sky130hd
export DESIGN_NAME = async_fifo
export DESIGN_NICKNAME = async_fifo
export VERILOG_FILES = /design/flow/design.v
export SDC_FILE = /design/flow/constraint.sdc
export NUM_CORES = 4
export LEC_CHECK = 1
export CORE_UTILIZATION = 50
```
`./run.sh`:
```
#!/bin/bash
# OpenROAD 26Q1-2900-gdf79404cd8, Yosys 0.63+post, stock flow scripts
make -C /OpenROAD-flow-scripts/flow DESIGN_CONFIG=/design/flow/config.mk WORK_HOME=/design/flow/orfs finish
```
==> out/qor.yml <==
run_status:
  status: "complete, no violations"
cts:
  clk_pin_slew_ps: 60
  holdBufCountCts: 0
  cts_tree: "built"
  cts_setup_buffers: 0
  clock-sinks: 176
  cts_resized: 0
global_routing:
  grt_max_degree: 32
  grt_pass1_wl_um: 24700
  grt_usage_pct: 25.6
  grt_pass1_vias: 4330
  grt-ovfl-total: 0
  antenna_found_initial: 0
drt:
  ant_nets: 0
  drt_first_pass_iters: 6
  viasPerCell: 5.91
  drtIter0Drc: 291
  drt-total-wl_um: 15900
  diodes: 0
  dr_total_vias: 4138
  drc: 0
  avgRoutedWirePerCell_um: 22.7
logic_synthesis:
  synth_area_um2: 7090
  yosys.area_share.xor_xnor_pct: 3.71
  ys_cells: 479
  synth-edff-count: 128
  netlist_instances: 479
  mux_share_pct: 2.93
  compound_area_share_pct: 11.2
  ff_type: "edfxtp_1"
  top_logic_kind: "AND-OR/OR-AND gates"
  postSynthSeqShare_pct: 71.2
  adder_share_pct: 1.41
  ys_ff: 176
  synth_warnings: 2
  synth_cell_types: 53
  avgSynthCellArea_um2: 14.8
  simple_gate_area_share_pct: 6.78
  async_reset_ff_share_pct: 27.3
  yosys-stat-area_um2: 7090
pwr:
  powerDensity_nw_per_um2: 671
  p_leak_uw: 0.00291
  peakVddDrop_v: 0.000325
floorplan:
  dieArea_um2: 14700
  pin_count: 24
  rows: 43
  die_h_um: 121
  initCoreUtil_pct: 51.1
  core_region_area_um2: 13900
  die_x_um: 121
timing:
  slew_headroom_pct: 44.0
  slew_violations: 0
  fin_tns_setup_ps: 0
  skew_ps: 4.62
  finalSetupViolCount: 0
  hold_violations: 0
  rsz0062_at_grt: "false"
  tightest_slew_ps: 839
cells_and_area:
  syn2layout_area_growth_pct: 15.5
  n_fill_cell: 1034
  drive_above_1_share_pct: 13.8
  final_cell_count_no_fill: 700
worst_setup_path:
  worstPathMaxFanout: 28
  worstRegToRegCells: 5
  cp-end-kind: "register"
  rr_endpoint: "data_out[5]$_DFFE_PN0P_"
  critPathKind: "register to register"
  rr_startpoint: "r_ptr_bin[3]$_DFFE_PN0P_"
  rrSetupSlack_ps: 1790
  required_ps: 4830
  critical_path_arrival_ps: 3040
  critPathLaunchType: "register"
placement:
  gp_congestion: 0.886
  portBuffers: 22
  dp_cells: 664
  hpwl_um: 10500
min_path:
  min_path_cells: 0
  worstHoldPathType: "register to register"
  min_to: "r_ptr_gray_sync1[3]$_DFF_PN0_"
  worstHoldStart: "r_ptr_gray[3]$_DFFE_PN0P_"
flow_run:
  maxCapViolations: 0
  warnings: 32
==> logic make-up (layout without fill, tap and decap cells) <==
family,count (synthesis),in the layout
DFF,176,176
and+or+nand+nor,106,106
AOI/OAI and AO/OA,101,101
buffers and inverters,41,82
xor gates and xnor gates,30,30
muxes,17,17
adders and majority gates,8,8
==> synth_stat cells (all sizes together), types with 2 or more instances <==
library cell  instances  area share (%)
mux4                  2            0.64
o21ai                18             1.3
o31ai                 7            0.88
a211oi                4            0.49
a31oi                 2            0.18
dfrtp                48              17
a22o                  8            0.99
clkbuf               10            0.55
o41ai                 2            0.46
a221oi               13             1.6
inv                   9            0.48
nor2b                 8            0.71
nor2                 29             1.5
nor4                  4            0.35
a2111oi               2            0.34
a222oi                5            0.71
nand2                42             2.2
edfxtp              128              54
mux2i                 5            0.71
and3                  3            0.26
nand3                 5            0.35
or3b                  2            0.25
xor2                 18             2.2
a32oi                 5            0.62
a311oi                4            0.49
o211ai                2            0.21
xnor2                12             1.5
o22ai                 4            0.35
and2                  2            0.18
ha                    8             1.4
buf                  21             1.7
a22oi                12             1.3
a21oi                 8            0.56
nor3                  8            0.56
mux2                 10             1.6
==> layer usage <==
| metal | vias up | GRT usage, % | share of wire (%) |
|---|---|---|---|
| met1 | 2006 | 39.2 | 41 |
| li1 | 1877 | - | - |
| met3 | 34 | 14.9 | 12 |
| met4 | 2 | 6.40 | 2.9 |
| met2 | 219 | 34.4 | 44 |
| met5 | - | 2.57 | 0.28 |
==> power breakdown <==
group | internal, µW | switching (µW) | total [µW]
logic | 707 | 1060 | 1770
registers | 1940 | 229 | 2170
clock network | 953 | 601 | 1550
total | 3600 | 1890 | 5490
==> cell type report <==
type	instances	area, µm²	share of cell area [%]
repair buffers	36	325	3.97
clock inverters	16	184	2.25
flip-flops and latches	176	5050	61.6
well taps	180	225	2.75
clock buffers	20	500	6.11
multi-input cells	262	1870	22.8
inverters	10	37.5	0.459
==> stage by stage <==
stage | utilization (%) | setup slack [ps] | total power [µW] | area [µm²] | hold slack [ps]
5_1_grt | 59.0 | 1650 | 5790 | 8190 | 311
2_1_floorplan | - | 2330 | 3370 | 7090 | 331
3_3_place_gp | 54.0 | 1480 | 3940 | 7500 | 334
4_1_cts | 59.0 | 1820 | 5520 | 8190 | 296
3_5_place_dp | 54.0 | 1420 | 3950 | 7500 | 335
6_report | 59.0 | 1790 | 5490 | 8190 | 294
==> how the worst max path moves through the flow <==
stage	startpoint	slack [ps]	depth (start not counted)	end
after global routing	r_ptr_bin[3]$_DFFE_PN0P_	1650	5	data_out[5]$_DFFE_PN0P_
after CTS	w_ptr_gray[3]$_DFFE_PN0P_	1820	4	full
final	r_ptr_bin[3]$_DFFE_PN0P_	1790	5	data_out[5]$_DFFE_PN0P_
==> layout by cell type, fill, tap and decap left out, types with 4 or more instances in the layout <==
cell type / count
o22ai_1: 4
nand2_1: 42
nand3_1: 5
a22oi_1: 12
a222oi_1: 5
xor2_1: 18
a32oi_1: 5
xnor2_1: 12
clkdlybuf4s50_1: 22
a22o_1: 8
ha_1: 8
o31ai_1: 5
nor2b_1: 8
nor4_1: 4
mux2_2: 10
inv_6: 6
nor2_1: 29
a311oi_1: 4
buf_4: 14
nor3_1: 8
mux2i_1: 5
a21oi_1: 8
clkbuf_16: 20
dfrtp_1: 47
inv_1: 9
o21ai_0: 16
edfxtp_1: 128
a221oi_1: 13
==> flip-flops by register name, indices dropped and copies added, names as in the netlist <==
signal,flops
RAM,128
data_out,8
r_ptr_bin,5
r_ptr_gray,5
r_ptr_gray_sync1,5
r_ptr_gray_sync2,5
w_ptr_bin,5
w_ptr_gray,5
w_ptr_gray_sync1,5
w_ptr_gray_sync2,5
==> critical path, stage by stage, from the launching register on <==
cell and delay [ps]:
dfrtp_2 710, buf_4 420, nor2b_1 730, a311oi_1 370
nor4_1 410, o31ai_1 120
Power is estimated from default activity; no workload was simulated.
